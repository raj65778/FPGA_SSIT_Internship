<file path="./run.sh">
#!/bin/bash
# OpenROAD 26Q1-2900-gdf79404cd8, Yosys 0.63+post, stock flow scripts
make -C /OpenROAD-flow-scripts/flow DESIGN_CONFIG=/design/flow/config.mk WORK_HOME=/design/flow/orfs finish
</file>
<file path="./config.mk">
export PLATFORM = sky130hd
export DESIGN_NAME = dht11_display
export DESIGN_NICKNAME = dht11_display
export VERILOG_FILES = /design/flow/design.v
export SDC_FILE = /design/flow/constraint.sdc
export NUM_CORES = 4
export LEC_CHECK = 1
export CORE_UTILIZATION = 30
</file>
<file path="./constraint.sdc">
current_design dht11_display

set clk_period 7.4
set clk_io_pct 0.2

create_clock -name clk0 -period $clk_period [get_ports {clk}]

set non_clock_inputs [all_inputs -no_clocks]
set_input_delay [expr $clk_period * $clk_io_pct] -clock clk0 $non_clock_inputs
set_output_delay [expr $clk_period * $clk_io_pct] -clock clk0 [all_outputs]
</file>
<file path="./design.v">
`timescale 1ns / 1ps
module dht11_display (
    input wire clk,
    input wire rst,
    inout wire dht_data,
    output reg [6:0] seg,
    output reg [3:0] an,
    output reg ac_relay,
    output reg fan_relay,
    output reg heater_relay
);
reg [31:0] us_count;
reg [5:0] bit_index;
reg [39:0] data;
reg [3:0] state;
reg [7:0] temperature;
reg [3:0] digit1, digit0;
reg [16:0] refresh_counter;
wire [1:0] refresh_digit;
reg dht_out;
reg dht_dir;
wire dht_in;
assign dht_data = dht_dir ? dht_out : 1'bz;
assign dht_in = dht_data;
assign refresh_digit = refresh_counter[16:15];
always @(posedge clk) begin
    refresh_counter <= refresh_counter + 1;
end
always @(posedge clk or posedge rst) begin
    if (rst) begin
        state <= 0;
        us_count <= 0;
        bit_index <= 0;
        data <= 0;
        temperature <= 0;
        dht_out <= 1;
        dht_dir <= 1;
    end else begin
        case (state)
            0: begin
                dht_out <= 0;
                dht_dir <= 1;
                if (us_count < 1800000)
                    us_count <= us_count + 1;
                else begin
                    us_count <= 0;
                    state <= 1;
                end
            end
            1: begin
                dht_out <= 1;
                dht_dir <= 0;
                state <= 2;
            end
            2: if (~dht_in) state <= 3;
            3: if (dht_in) state <= 4;
            4: if (~dht_in) begin bit_index <= 0; state <= 5; end
            5: begin
                if (bit_index < 40) begin
                    if (dht_in) us_count <= us_count + 1;
                    else begin
                        if (us_count > 4000)
                            data[39 - bit_index] <= 1;
                        else
                            data[39 - bit_index] <= 0;
                        bit_index <= bit_index + 1;
                        us_count <= 0;
                    end
                end else begin
                    temperature <= data[39:32];
                    state <= 6;
                end
            end
            6: begin
                digit1 <= temperature / 10;
                digit0 <= temperature % 10;
                state <= 0;
            end
        endcase
    end
end
always @(posedge clk) begin
    if (temperature > 8'd35) begin
        ac_relay <= 1;
        fan_relay <= 1;
        heater_relay <= 0;
    end else if (temperature >= 8'd30 && temperature <= 8'd35) begin
        ac_relay <= 0;
        fan_relay <= 1;
        heater_relay <= 0;
    end else begin
        ac_relay <= 0;
        fan_relay <= 0;
        heater_relay <= 1;
    end
end
always @(*) begin
    case (refresh_digit)
        2'b00: begin
            an = 4'b1110;
            case (digit0)
                0: seg = 7'b1000000;
                1: seg = 7'b1111001;
                2: seg = 7'b0100100;
                3: seg = 7'b0110000;
                4: seg = 7'b0011001;
                5: seg = 7'b0010010;
                6: seg = 7'b0000010;
                7: seg = 7'b1111000;
                8: seg = 7'b0000000;
                9: seg = 7'b0010000;
                default: seg = 7'b1111111;
            endcase
        end
        2'b01: begin
            an = 4'b1101;
            case (digit1)
                0: seg = 7'b1000000;
                1: seg = 7'b1111001;
                2: seg = 7'b0100100;
                3: seg = 7'b0110000;
                4: seg = 7'b0011001;
                5: seg = 7'b0010010;
                6: seg = 7'b0000010;
                7: seg = 7'b1111000;
                8: seg = 7'b0000000;
                9: seg = 7'b0010000;
                default: seg = 7'b1111111;
            endcase
        end
        default: begin
            an = 4'b1111;
            seg = 7'b1111111;
        end
    endcase
end
endmodule
</file>
==> Changelog: implementation <==
### Metrics

- Placed Area: 6380 um^2
- Die x size: 144 um
- #FFs+latches synth: 104
- Clk buf depth: 2
- Distinct lib cells used: 81
- Die height: between 100 and 150 um
- Yosys stat area: 6010 um^2
- YS warnings: 2
- H-tree depth: 3
- Main flop type: dfrtp_1
- Root buf cell: clkbuf_16
- Num CTS Buffers: 9
- Seq share, synth: 0.412
- Mapped Area: 6010 um^2
- Site Rows: 51
- GP Congestion: 0.828
- Ys cells: 655
- EDFF count, synth: 8
- Ys async rst share: 0.596
- Pre-placement core utilization: 0.308
- Gate Count Post-Synth: 655
- CTS Sinks: 104
- Run status: aborted with a tool error
- Cts repair resizes: 0
- Placed Cells: 913
- Detailed Place HPWL: 7340 um
- Hold Buf Count CTS: 0
- Syn_area_per_cell: around 9.2 um^2
- Tool error: [error] [KeplerFormal.cpp:679] Workflow failed: Iso has multiple drivers: .dht_data0, dht_data$_DFFE_PP1P_.Q0
- Number of post-CTS setup repair buffers: 0
- IO Count: 17
- PortBufs: 13
- Failing step: clock tree synthesis (4_1_cts)
[per-stage QoR]
step	worst slack, ns	hold slack (ns)	total power (W)
floorplan	2.73	0.390	0.000938
global placement	3.12	0.413	0.00101
detailed placement	3.02	0.413	0.00101
[synth_stat cells (3+ instances only)]
| library cell | n | share of area |
|---|---|---|
| nor2b_1 | 13 | 0.014 |
| nor4_1 | 9 | 0.0094 |
| or3_1 | 9 | 0.0094 |
| a21oi_1 | 14 | 0.012 |
| o21ai_1 | 7 | 0.0058 |
| xnor2_1 | 24 | 0.035 |
| inv_2 | 3 | 0.0019 |
| dfrtp_1 | 60 | 0.25 |
| o21a_1 | 5 | 0.0062 |
| a22o_1 | 8 | 0.012 |
| nand3_1 | 25 | 0.021 |
| o21ai_0 | 31 | 0.026 |
| nand4_1 | 11 | 0.011 |
| a211o_1 | 9 | 0.013 |
| dfxtp_1 | 34 | 0.11 |
| buf_4 | 5 | 0.0062 |
| nor3_1 | 17 | 0.014 |
| nor2_1 | 71 | 0.044 |
| a31oi_1 | 5 | 0.0052 |
| xor2_1 | 21 | 0.031 |
| and2_1 | 8 | 0.0083 |
| clkbuf_1 | 14 | 0.0087 |
| and3_1 | 11 | 0.011 |
| buf_2 | 5 | 0.0042 |
| or2_2 | 6 | 0.0062 |
| a211oi_1 | 5 | 0.0062 |
| nand2_1 | 60 | 0.037 |
| edfxtp_1 | 8 | 0.040 |
| ha_1 | 25 | 0.052 |
| nand2b_1 | 12 | 0.012 |
| a21o_1 | 5 | 0.0062 |
| mux2i_1 | 7 | 0.012 |
| inv_1 | 27 | 0.017 |
| o22a_1 | 5 | 0.0073 |
| o31ai_1 | 4 | 0.0050 |
| mux2_2 | 18 | 0.034 |
[cell families after synthesis]
kind of cell / after synthesis / synth area share
AND/OR/NAND/NOR: 274 / 0.232
other: 1 / 0.000624
AND-OR/OR-AND: 122 / 0.145
buffers and inverters: 56 / 0.0404
adder cells (fa/ha/maj): 27 / 0.0554
flip-flops: 104 / 0.412
multiplexers: 26 / 0.0491
XOR/XNOR: 45 / 0.0656
Power is estimated from default activity; no workload was simulated.
