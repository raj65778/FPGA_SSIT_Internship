==> ./design.v <==
`timescale 1ns / 1ps
`timescale 1ns / 1ps
module lcd(input clk, rst, output reg en, rs, output [7:0] data);
    reg [19:0] state = 0;
    reg [19:0] count = 0;
    reg [7:0] cmd;
    always @(posedge clk) begin
        if (rst) begin
            en <= 0;
            rs <= 0;
            cmd <= 0;
            state <= 0;
            count <= 0;
        end else begin
            case (state)
                0: begin en <= 0; rs <= 0;
                    if (count == 750000) begin count <= 0; state <= state + 1; end
                    else count <= count + 1;
                end
                1: begin en <= 1; cmd <= 8'h30;
                    if (count == 12) begin count <= 0; state <= state + 1; end
                    else count <= count + 1;
                end
                2: begin en <= 0;
                    if (count == 205000) begin count <= 0; state <= state + 1; end
                    else count <= count + 1;
                end
                3: begin en <= 1; cmd <= 8'h30;
                    if (count == 12) begin count <= 0; state <= state + 1; end
                    else count <= count + 1;
                end
                4: begin en <= 0;
                    if (count == 5000) begin count <= 0; state <= state + 1; end
                    else count <= count + 1;
                end
                5: begin en <= 1; cmd <= 8'h30;
                    if (count == 12) begin count <= 0; state <= state + 1; end
                    else count <= count + 1;
                end
                6: begin en <= 0;
                    if (count == 2000) begin count <= 0; state <= state + 1; end
                    else count <= count + 1;
                end
                7: begin en <= 1; cmd <= 8'h38;  
                    if (count == 12) begin count <= 0; state <= state + 1; end
                    else count <= count + 1;
                end
                8: begin en <= 0;
                    if (count == 2000) begin count <= 0; state <= state + 1; end
                    else count <= count + 1;
                end
                9: begin en <= 1; cmd <= 8'h0C;  
                    if (count == 12) begin count <= 0; state <= state + 1; end
                    else count <= count + 1;
                end
                10: begin en <= 0;
                    if (count == 2000) begin count <= 0; state <= state + 1; end
                    else count <= count + 1;
                end
                11: begin en <= 1; cmd <= 8'h06;  
                    if (count == 12) begin count <= 0; state <= state + 1; end
                    else count <= count + 1;
                end
                12: begin en <= 0;
                    if (count == 2000) begin count <= 0; state <= state + 1; end
                    else count <= count + 1;
                end
                13: begin en <= 1; cmd <= 8'h01;  
                    if (count == 12) begin count <= 0; state <= state + 1; end
                    else count <= count + 1;
                end
                14: begin en <= 0;
                    if (count == 82000) begin count <= 0; state <= state + 1; end
                    else count <= count + 1;
                end
                15: begin en <= 1; rs <= 1; cmd <= 8'h4D;  
                    if (count == 12) begin count <= 0; state <= state + 1; end else count <= count + 1;
                end
                16: begin en <= 0;
                    if (count == 2000) begin count <= 0; state <= state + 1; end else count <= count + 1;
                end
                17: begin en <= 1; rs <= 1; cmd <= 8'h41;  
                    if (count == 12) begin count <= 0; state <= state + 1; end else count <= count + 1;
                end
                18: begin en <= 0;
                    if (count == 2000) begin count <= 0; state <= state + 1; end else count <= count + 1;
                end
                19: begin en <= 1; rs <= 1; cmd <= 8'h52;  
                    if (count == 12) begin count <= 0; state <= state + 1; end else count <= count + 1;
                end
                20: begin en <= 0;
                    if (count == 2000) begin count <= 0; state <= state + 1; end else count <= count + 1;
                end
                21: begin en <= 1; rs <= 1; cmd <= 8'h55;  
                    if (count == 12) begin count <= 0; state <= state + 1; end else count <= count + 1;
                end
                22: begin en <= 0;
                    if (count == 2000) begin count <= 0; state <= state + 1; end else count <= count + 1;
                end
                23: begin en <= 1; rs <= 1; cmd <= 8'h54;  
                    if (count == 12) begin count <= 0; state <= state + 1; end else count <= count + 1;
                end
                24: begin en <= 0;
                    if (count == 2000) begin count <= 0; state <= state + 1; end else count <= count + 1;
                end
                25: begin en <= 1; rs <= 1; cmd <= 8'h48;  
                    if (count == 12) begin count <= 0; state <= state + 1; end else count <= count + 1;
                end
                26: begin en <= 0;
                    if (count == 2000) begin count <= 0; state <= state + 1; end else count <= count + 1;
                end
                27: begin en <= 1; rs <= 1; cmd <= 8'h49;  
                    if (count == 12) begin count <= 0; state <= state + 1; end else count <= count + 1;
                end
                28: begin en <= 0;
                    if (count == 2000) begin count <= 0; state <= 29; end else count <= count + 1;
                end
                default: begin en <= 0; rs <= 0; cmd <= 8'h00; end
            endcase
        end
    end
    assign data = cmd;
endmodule
==> ./run.sh <==
#!/bin/bash
# OpenROAD 26Q1-2900-gdf79404cd8, Yosys 0.63+post, stock flow scripts
make -C /OpenROAD-flow-scripts/flow DESIGN_CONFIG=/design/flow/config.mk WORK_HOME=/design/flow/orfs finish
==> ./config.mk <==
export PLATFORM = sky130hd
export DESIGN_NAME = lcd
export DESIGN_NICKNAME = lcd
export VERILOG_FILES = /design/flow/design.v
export SDC_FILE = /design/flow/constraint.sdc
export NUM_CORES = 4
export LEC_CHECK = 1
export CORE_UTILIZATION = 40
==> ./constraint.sdc <==
current_design lcd

set clk_period 6.8
set clk_io_pct 0.2

create_clock -name clk0 -period $clk_period [get_ports {clk}]

set non_clock_inputs [all_inputs -no_clocks]
set_input_delay [expr $clk_period * $clk_io_pct] -clock clk0 $non_clock_inputs
set_output_delay [expr $clk_period * $clk_io_pct] -clock clk0 [all_outputs]
==> PnR_summary.wiki <==
=== Synthesis and place and route ===
{| class="wikitable"
! Metric !! Value
|-
| Result of the run || complete, no violations
|-
| Post-synthesis register bit count || 49
|-
| Fraction of layout cells with a size suffix above 1 || 4.923%
|-
| Cell depth of the worst min-delay path || 1
|-
| Total negative setup slack || 0 ns
|-
| DRT Pass-1 Iters || 20
|-
| Internal portion of total power || 0.0004437 W
|-
| Most used cells in the layout excluding fill and tap cells || dfxtp_1 (49), nor2_1 (26), nand2_1 (21)
|-
| Post-synth top flop || dfxtp_1
|-
| Post-CTS sizing || 0
|-
| # H-tree levels || 2
|-
| Number of antenna violations at the first check in global routing || 0
|-
| Chip area estimate from yosys synthesis || 2749 sq um
|-
| DPL Wire Length || 4266 microns
|-
| Number of buffers inserted during clock tree synthesis || 5
|-
| Highest Clock Rate || 0.3495 GHz
|-
| Depth of the most critical reg-to-reg path || 6
|-
| Share of flip-flops with an asynchronous set or reset after synthesis || 0%
|-
| Share of total power in combinational logic || 25.4%
|-
| Syn Inst Count || 328
|-
| Die Y-Extent || 84.90 microns
|-
| Buffers inserted during post-CTS setup optimization || 0
|-
| Post-Route WL || 6156 microns
|-
| Class of the most critical hold timing path || flip-flop to flip-flop
|-
| Clock Root Buffer || clkbuf_8
|-
| Final min period || 2.861 ns
|-
| Worst hold start || state[13]$_SDFFE_PP0P_
|-
| Worst reg-to-reg setup slack || 3.94 ns
|-
| Mapped Area || 2749 sq um
|-
| Wire length per cell after detailed routing || 15.31 microns
|-
| Clock transition at the registers of the reported paths || 0.10 ns
|-
| # rows || 29
|-
| Yosys warning tally || 1
|-
| Largest fanout on the critical path || 24
|-
| Die area || 7208 sq um
|-
| Maximum number of pins on one net before global-route repair || 37
|-
| Pre-placement core utilization || 42.32%
|-
| First-pass GRT wire length || 10820 microns
|-
| ANT cells || 0
|-
| Post-route worst setup slack || 3.939 ns
|-
| Number of endpoints with negative hold slack in the final report || 0
|-
| Routed vias/inst || 6.022
|-
| Top layer in use || met4
|-
| Met3 wire length || 330 microns
|-
| Category of the critical setup timing path || flip-flop to flip-flop
|-
| Port Buffer Count || 10
|-
| Net switching component of the power || 0.0002204 W
|-
| Worst voltage drop across the vdd grid || 0.1319 mV
|-
| Area growth from synthesis to layout || 7.738%
|-
| Congestion Overflow GR || 0
|-
| Worst endpoint data arrival time || 3.12 ns
|-
| Clk_skew || 0.004504 ns
|-
| End point of the worst hold path || state[13]$_SDFFE_PP0P_
|-
| Vias in the first global route || 2205
|-
| RSZ-0062 raised after global routing || false
|-
| Source-to-sink clock delay at the later pin of the worst-skew pair || 0.30 ns
|-
| Clock Power Share || 26.9%
|-
| CTS tree || done
|-
| Flop pwr share || 47.7%
|-
| Pre-CTS worst setup slack || 4.012 ns
|-
| Critical Path Start Type || flip-flop
|-
| Final weighted congestion of routability-driven global placement || 0.8928
|-
| Post-Route M1 WL || 3224 microns
|-
| Type of destination of the critical path || flip-flop
|-
| Largest buffer count on any clock path || 2
|-
| Most common cell after layout, fill and taps aside || dfxtp_1
|-
| Seq/Total Area, Yosys || 35.69%
|-
| Width of the die || 84.90 microns
|-
| Critical R2R Capture || state[15]$_SDFFE_PP0P_
|-
| Post-detailed-route DRC marker count || 0
|-
| TritonCTS sink count || 49
|-
| Number of setup violations in the final report || 0
|-
| R2R Path Start || state[2]$_SDFFE_PP0P_
|-
| Post-synth tally of flip-flops with integrated enable || 0
|-
| Tightest slew margin relative to the limit || 44.46%
|-
| Slew of the pin with the lowest slew margin || 0.8325 ns
|-
| Wire length on met2 || 2539 microns
|-
| Warning total across the stage logs || 30
|-
| Number of primary I/O pins || 12
|-
| Post-cts hold buffer count || 0
|-
| Post-layout period usage of the worst path || 42.08%
|-
| Number of max-slew violations in the final report || 0
|-
| Switch share || 33.19%
|-
| Power Dens Cells || 224.2 nW/um^2
|-
| Required time of the worst setup path || 7.05 ns
|-
| Max-capacitance violation count || 0
|-
| Core Region || 6495 sq um
|-
| Count of different cell masters after synthesis || 57
|-
| Detailed Route Iter0 Violations || 189
|-
| Number of antenna-violating nets in the routed design || 0
|-
| Static leakage || 0.9097 nW
|-
| DR vias || 2421
|-
| Synthesized area per cell || 8.381 sq um
|-
| Post-synthesis cell count from yosys || 328
|-
| Total Routing Usage GR || 18.62%
|}
==> through the flow <==
| step | hold slack (ns) | instance area, sq um | power [W] | std cells | utilization, % |
|---|---|---|---|---|---|
| 2_1_floorplan | 0.4302 | 2749 | 0.0004405 | 328 | - |
| 3_3_place_gp | 0.4455 | 2867 | 0.0004913 | 394 | 44.13 |
| 3_5_place_dp | 0.4459 | 2867 | 0.0004924 | 394 | 44.13 |
| 4_1_cts | 0.4741 | 2962 | 0.0006729 | 402 | 45.60 |
| 5_1_grt | 0.4960 | 2962 | 0.0007065 | 402 | 45.60 |
| 6_report | 0.4735 | 2962 | 0.0006641 | 402 | 45.60 |
==> power by group through the flow <==
stage	Combinational, W	Clock (W)	Sequential (W)
4_1_cts	0.000169	0.000187	0.000317
5_1_grt	0.000188	0.000199	0.000320
6_report	0.000168	0.000179	0.000317
==> cell families (layout without fill, tap and decap cells) <==
group | count (synthesis) | after routing | synth area share [%]
and+or+nand+nor | 153 | 153 | 31.86
DFF | 49 | 49 | 35.68
muxes | 1 | 1 | 0.3641
xor gates and xnor gates | 16 | 16 | 5.098
other | 1 | 1 | 0.1364
AOI/OAI and AO/OA | 70 | 70 | 19.16
adders and majority gates | 7 | 7 | 3.186
buffers and inverters | 31 | 28 | 4.506
==> flip-flops by register name, summed over array words and instances (netlist names) <==
signal  count
rs          1
state      20
count      20
en          1
cmd         7
==> routing by layer <==
layer  track usage (%)  vias to the layer above
li1                  -                     1229
met1             30.64                     1113
met2             28.09                       73
met3             1.777                        6
met4             2.003                        0
met5                 0                        -
==> worst max-delay path by stage <==
stage / from / endpoint / slack (ns) / cells past startpoint
CTS: state[2]$_SDFFE_PP0P_ / state[15]$_SDFFE_PP0P_ / 4.00 / 6
global route: state[2]$_SDFFE_PP0P_ / state[13]$_SDFFE_PP0P_ / 3.65 / 6
finish: state[2]$_SDFFE_PP0P_ / state[15]$_SDFFE_PP0P_ / 3.94 / 6
==> critical path, stage by stage, from the launching register on <==
cell and delay [ns]:
dfxtp_1 0.79, nand3_1 0.18, a21oi_1 0.50, o21ai_1 0.38, and4_1 0.40, a31oi_1 0.37
and2_1 0.19
==> cell usage after synthesis, types with 2 or more instances <==
cell / number / area share, %
or4_1: 3 / 0.82
a211oi_1: 18 / 4.9
nor3_1: 9 / 1.6
a31oi_1: 3 / 0.68
xor2_1: 3 / 0.96
nor2_1: 26 / 3.6
a21o_1: 2 / 0.55
and2_1: 10 / 2.3
o21ai_1: 2 / 0.36
ha_1: 7 / 3.2
nand3_1: 7 / 1.3
a21oi_1: 15 / 2.7
a311oi_1: 5 / 1.6
nand4b_1: 3 / 0.96
nor4b_1: 3 / 0.96
and3_1: 7 / 1.6
o31ai_1: 3 / 0.82
nor4_1: 16 / 3.6
inv_1: 8 / 1.1
and4_1: 5 / 1.6
a221oi_1: 2 / 0.64
xnor2_1: 13 / 4.1
o21ai_0: 3 / 0.55
nand2_1: 21 / 2.9
nand2b_1: 2 / 0.46
or2_1: 2 / 0.46
nand4_1: 19 / 4.3
clkbuf_1: 18 / 2.5
nor3b_1: 11 / 3.0
dfxtp_1: 49 / 36
or3_1: 3 / 0.68
nor2b_1: 2 / 0.46
o22ai_1: 2 / 0.46
buf_2: 3 / 0.55
==> final cells by class <==
cell class,count,area [sq um]
Clock buffer,5,68.82
Timing Repair Buffer,12,115.1
Multi-Input combinational cell,248,1644
Inverter,8,30.03
Clock inverter,3,26.28
Sequential cell,49,980.9
Tap cell,77,96.34
Fill cell,627,3533
Power and IR drop assume default switching activity.
