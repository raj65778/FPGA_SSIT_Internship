File: config.mk
export PLATFORM = sky130hd
export DESIGN_NAME = test_dht11_lcd
export DESIGN_NICKNAME = test_dht11_lcd
export VERILOG_FILES = /design/flow/design.v
export SDC_FILE = /design/flow/constraint.sdc
export NUM_CORES = 4
export LEC_CHECK = 1
export CORE_UTILIZATION = 40
File: constraint.sdc
current_design test_dht11_lcd

set clk_period 4.2
set clk_io_pct 0.2

create_clock -name clk0 -period $clk_period [get_ports {clk}]

set non_clock_inputs [all_inputs -no_clocks]
set_input_delay [expr $clk_period * $clk_io_pct] -clock clk0 $non_clock_inputs
set_output_delay [expr $clk_period * $clk_io_pct] -clock clk0 [all_outputs]
File: design.v
module dht11_interface (
    input wire clk,          
    input wire rst,          
    inout wire dht11_data,   
    output reg [7:0] temperature,  
    output reg ready         
);
parameter CLK_FREQ = 50000000;
parameter TIME_1US = CLK_FREQ / 1000000;
localparam IDLE       = 0;
localparam START      = 1;
localparam WAIT_RESP  = 2;
localparam RESP_LOW   = 3;
localparam RESP_HIGH  = 4;
localparam READ_BIT   = 5;
localparam WAIT_NEXT  = 6;
localparam DONE       = 7;
reg [2:0] state = IDLE;
reg [19:0] cnt = 0;
reg dht11_out = 1'b1;
reg dht11_dir = 1'b0;  
assign dht11_data = dht11_dir ? dht11_out : 1'bz;
wire dht11_in = dht11_data;
reg [5:0] bit_index = 0;
reg [39:0] data_buf = 0;
reg [15:0] pulse_cnt = 0;
always @(posedge clk or posedge rst) begin
    if (rst) begin
        state <= IDLE;
        cnt <= 0;
        dht11_out <= 1;
        dht11_dir <= 0;
        ready <= 0;
        temperature <= 0;
        bit_index <= 0;
        data_buf <= 0;
    end else begin
        case (state)
            IDLE: begin
                ready <= 0;
                cnt <= cnt + 1;
                if (cnt > 2 * CLK_FREQ) begin  
                    cnt <= 0;
                    state <= START;
                    dht11_dir <= 1;
                    dht11_out <= 0;
                end
            end
            START: begin
                cnt <= cnt + 1;
                if (cnt > 18000 * TIME_1US) begin  
                    dht11_out <= 1;
                    dht11_dir <= 0;
                    cnt <= 0;
                    state <= WAIT_RESP;
                end
            end
            WAIT_RESP: begin
                cnt <= cnt + 1;
                if (!dht11_in) begin
                    cnt <= 0;
                    state <= RESP_LOW;
                end else if (cnt > 100 * TIME_1US) begin
                    state <= IDLE;  
                    cnt <= 0;
                end
            end
            RESP_LOW: begin
                cnt <= cnt + 1;
                if (dht11_in) begin
                    cnt <= 0;
                    state <= RESP_HIGH;
                end
            end
            RESP_HIGH: begin
                cnt <= cnt + 1;
                if (!dht11_in) begin
                    cnt <= 0;
                    bit_index <= 0;
                    data_buf <= 0;
                    state <= READ_BIT;
                end
            end
            READ_BIT: begin
                if (!dht11_in) begin
                    cnt <= 0;
                    state <= WAIT_NEXT;
                end else begin
                    cnt <= cnt + 1;
                    if (cnt > 100 * TIME_1US) begin
                        state <= IDLE;  
                        cnt <= 0;
                    end
                end
            end
            WAIT_NEXT: begin
                cnt <= cnt + 1;
                if (dht11_in) begin
                    cnt <= 0;
                end else if (cnt > 100 * TIME_1US) begin
                    state <= IDLE;  
                    cnt <= 0;
                end else begin
                    pulse_cnt <= pulse_cnt + 1;
                    if (pulse_cnt > 10 * TIME_1US) begin
                        data_buf <= {data_buf[38:0], 1'b1};  
                    end else begin
                        data_buf <= {data_buf[38:0], 1'b0};  
                    end
                    pulse_cnt <= 0;
                    bit_index <= bit_index + 1;
                    if (bit_index == 39)
                        state <= DONE;
                    else
                        state <= READ_BIT;
                end
            end
            DONE: begin
                temperature <= data_buf[23:16];  
                ready <= 1;
                state <= IDLE;
                cnt <= 0;
            end
        endcase
    end
end
endmodule
`timescale 1ns / 1ps
module lcd_controller (
    input wire clk,                 
    input wire rst,                 
    input wire [7:0] temperature,   
    output reg lcd_rs,
    output reg lcd_en,
    output reg [3:0] lcd_data
);
reg [15:0] clk_div;
wire strobe = (clk_div == 0);
always @(posedge clk or posedge rst) begin
    if (rst)
        clk_div <= 0;
    else
        clk_div <= clk_div + 1;
end
localparam INIT       = 0,
           FUNCTION   = 1,
           DISP_CTRL  = 2,
           DISP_CLR   = 3,
           ENTRY_MODE = 4,
           LINE1      = 5,
           LINE2      = 6,
           IDLE       = 7;
reg [2:0] state = INIT;
reg [5:0] step = 0;
reg [7:0] char_data;
reg [7:0] line1 [15:0];
reg [7:0] line2 [15:0];
reg [3:0] nibble;
reg send_high;
reg [3:0] char_index = 0;
reg [7:0] temp_ascii[2:0];
always @(*) begin
    temp_ascii[2] = "0" + temperature / 100;
    temp_ascii[1] = "0" + (temperature % 100) / 10;
    temp_ascii[0] = "0" + (temperature % 10);
end
always @(posedge clk or posedge rst) begin
    if (rst) begin
        state <= INIT;
        step <= 0;
        lcd_en <= 0;
        lcd_rs <= 0;
        lcd_data <= 4'b0000;
    end else if (strobe) begin
        case (state)
            INIT: begin
                if (step < 20) step <= step + 1;
                else begin
                    state <= FUNCTION;
                    step <= 0;
                end
            end
            FUNCTION: begin
                case (step)
                    0: begin lcd_rs <= 0; lcd_data <= 4'b0010; lcd_en <= 1; step <= 1; end  
                    1: begin lcd_en <= 0; step <= 2; end
                    2: begin lcd_rs <= 0; lcd_data <= 4'b1000; lcd_en <= 1; step <= 3; end  
                    3: begin lcd_en <= 0; step <= 4; end
                    default: begin state <= DISP_CTRL; step <= 0; end
                endcase
            end
            DISP_CTRL: begin
                case (step)
                    0: begin lcd_rs <= 0; lcd_data <= 4'b0000; lcd_en <= 1; step <= 1; end
                    1: begin lcd_en <= 0; step <= 2; end
                    2: begin lcd_rs <= 0; lcd_data <= 4'b1100; lcd_en <= 1; step <= 3; end  
                    3: begin lcd_en <= 0; step <= 4; end
                    default: begin state <= DISP_CLR; step <= 0; end
                endcase
            end
            DISP_CLR: begin
                case (step)
                    0: begin lcd_rs <= 0; lcd_data <= 4'b0000; lcd_en <= 1; step <= 1; end
                    1: begin lcd_en <= 0; step <= 2; end
                    2: begin lcd_rs <= 0; lcd_data <= 4'b0001; lcd_en <= 1; step <= 3; end  
                    3: begin lcd_en <= 0; step <= 4; end
                    default: begin state <= ENTRY_MODE; step <= 0; end
                endcase
            end
            ENTRY_MODE: begin
                case (step)
                    0: begin lcd_rs <= 0; lcd_data <= 4'b0000; lcd_en <= 1; step <= 1; end
                    1: begin lcd_en <= 0; step <= 2; end
                    2: begin lcd_rs <= 0; lcd_data <= 4'b0110; lcd_en <= 1; step <= 3; end  
                    3: begin lcd_en <= 0; step <= 4; end
                    default: begin state <= LINE1; step <= 0; char_index <= 0; end
                endcase
            end
            LINE1: begin
                if (step == 0) begin
                    lcd_rs <= 0; lcd_data <= 4'b1000; lcd_en <= 1; step <= 1;  
                end else if (step == 1) begin
                    lcd_en <= 0; step <= 2;
                end else if (step == 2) begin
                    lcd_rs <= 0; lcd_data <= 4'b0000; lcd_en <= 1; step <= 3;
                end else if (step == 3) begin
                    lcd_en <= 0; step <= 4;
                end else if (step < 36) begin
                    lcd_rs <= 1;
                    case (char_index)
                        0: char_data <= "T";
                        1: char_data <= "e";
                        2: char_data <= "m";
                        3: char_data <= "p";
                        4: char_data <= ":";
                        5: char_data <= " ";
                        6: char_data <= temp_ascii[2];  
                        7: char_data <= temp_ascii[1];  
                        8: char_data <= temp_ascii[0];  
                        9: char_data <= 8'hDF;  
                        10: char_data <= "C";
                        default: char_data <= " ";
                    endcase
                    if ((step % 2) == 0)
                        lcd_data <= char_data[7:4];  
                    else begin
                        lcd_data <= char_data[3:0];  
                        char_index <= char_index + 1;
                    end
                    lcd_en <= 1;
                    step <= step + 1;
                end else begin
                    state <= LINE2;
                    step <= 0;
                    char_index <= 0;
                end
            end
            LINE2: begin
                state <= IDLE;
            end
            IDLE: begin
                state <= ENTRY_MODE;
            end
        endcase
    end
end
endmodule
`timescale 1ns / 1ps
module test_dht11_lcd (
    input wire clk,
    input wire rst,
    inout wire dht11_data,
    output wire lcd_rs,
    output wire lcd_en,
    output wire [3:0] lcd_data
);
wire [7:0] temperature;
wire temp_ready;
dht11_interface dht11_inst (
    .clk(clk),
    .rst(rst),
    .dht11_data(dht11_data),
    .temperature(temperature),
    .ready(temp_ready)
);
lcd_controller lcd_inst (
    .clk(clk),
    .rst(rst),
    .temperature(temperature),
    .lcd_rs(lcd_rs),
    .lcd_en(lcd_en),
    .lcd_data(lcd_data)
);
endmodule
File: run.sh
#!/bin/bash
# OpenROAD 26Q1-2900-gdf79404cd8, Yosys 0.63+post, stock flow scripts
make -C /OpenROAD-flow-scripts/flow DESIGN_CONFIG=/design/flow/config.mk WORK_HOME=/design/flow/orfs finish
==> flow_summary.toml <==
# implementation run metrics
[cts]
cts_inserted_buffers = 9
cts-root-buf = "clkbuf_8"
htreeDepth = 3
cts_max_path_buffers = 2
ctsHoldBuffers = 0
cts_num_sinks = 73
ctsResizeCount = 0
cts_setup_buffers = 0

[logic_synthesis]
syn_area_per_cell_sq_um = 9.52
edf_count = 12
ys_seq_elements = 73
yosysTopAreaCellShare_pct = 35.0
ys.flop_type = "dfrtp_1"
ys_seq_share_pct = 44.0
top_area_cell = "dfrtp_1"
ys_cells = 451
yosys-top-cells-area = "dfrtp_1 (35%), edfxtp_1 (8.4%), ha_1 (5.2%)"
yosys_area_sq_mm = 0.00429
synth-async-reset-ratio_pct = 83.6
netlist_area_sq_mm = 0.00429
ys_types = 68
yosysWarnings = 4
synth_cells = 451

[die]
rows = 37
ios = 9
die_h_um = 106
die_x_um = 106
initCoreUtil_pct = 41.4

[placement]
placedCellCount = 575
globalplace.congestion = 0.864
pre_cts_slack_ns = 1.21
dp_hpwl_mm = 5.56
port_buffers = 7

[status]
error_line = "[error] [KeplerFormal.cpp:679] Workflow failed: Iso has multiple drivers: .dht11_data0, dht11_data$_DFFE_PP1P_.Q0"
stop_stage = "4_1_cts"
status = "did not finish"
-- cells by family after synthesis --
family	Yosys count	synth area share [%]
and+or+nand+nor	162	19.6
AOI/OAI and AO/OA	105	15.9
DFF	73	44.0
buffers and inverters	41	3.96
xor gates and xnor gates	36	7.34
adders and majority gates	18	5.24
muxes	16	3.90
-- synth_stat cells, drive strengths merged, types with 17 or more instances --
library cell / count
nand3: 26
a21oi: 34
nor2: 39
o21ai: 21
dfrtp: 60
xnor2: 17
ha: 18
inv: 18
xor2: 19
nand2: 28
clkbuf: 17
nor3: 17
-- per-stage QoR --
step / hold slack [ns] / utilization [%] / total power [uW] / area [sq um]
2_1_floorplan: 0.442 / - / 956 / 4290
3_3_place_gp: 0.460 / 43.0 / 991 / 4460
3_5_place_dp: 0.465 / 43.0 / 994 / 4460
Power figures rest on the tool's default switching activity, not on a simulated workload.
